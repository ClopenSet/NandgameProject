`flow/config.mk`:
```
export PLATFORM = sky130hd
export DESIGN_NAME = BasicALU
export DESIGN_NICKNAME = BasicALU
export VERILOG_FILES = /design/flow/design.v
export SDC_FILE = /design/flow/constraint.sdc
export NUM_CORES = 4
export LEC_CHECK = 1
export CORE_UTILIZATION = 30
```
`flow/constraint.sdc`:
```
current_design BasicALU

set clk_period 10.6
set clk_io_pct 0.2

create_clock -name clk0 -period $clk_period

set non_clock_inputs [all_inputs -no_clocks]
set_input_delay [expr $clk_period * $clk_io_pct] -clock clk0 $non_clock_inputs
set_output_delay [expr $clk_period * $clk_io_pct] -clock clk0 [all_outputs]
```
`flow/design.v`:
```
module BasicArithmeticUnit(
    input [15:0] X,
    input [15:0] Y,
    input op1,
    input op0,
    output reg [15:0] out
);
    always @ (op1, op0, X, Y) begin
        case ({op1, op0})
            2'b00: out = X + Y;       
            2'b01: out = X + 1;       
            2'b10: out = X - Y;       
            2'b11: out = X - 1;       
            default: out = 16'hxxxx;  
        endcase
    end
endmodule
module GateLevelSelector(
    input wire d0,
    input wire d1,
    input wire s,
    output q
);
    assign q = (~s ~& d0) ~& (s ~& d1); 
endmodule
module BasicSelector(
    input wire d0,
    input wire d1,
    input wire s,
    output q
);
    assign q = s ? d1 : d0;
endmodule
module Mux2to1_Hex(
    input [15:0] a,   
    input [15:0] b,   
    input sel,   
    output [15:0] y    
);
    assign y = (sel) ? b : a;
endmodule
module GateLevelArithmeticUnit(
    input [15:0] X,
    input [15:0] Y,
    input op1,
    input op0,
    output [15:0] out
);
    wire [15:0] second_operand;
    wire [15:0] add_result;
    wire [15:0] sub_result;
    Mux2to1_Hex select_operand(
        .a(Y),
        .b(16'h0001),
        .sel(op0),
        .y(second_operand)
    );
    assign add_result = X + second_operand;
    assign sub_result = X - second_operand;
    Mux2to1_Hex select_operation(
        .a(add_result),
        .b(sub_result),
        .sel(op1),
        .y(out)
    );
endmodule
module BasicLogicUnit(
    input [15:0] X,          
    input [15:0] Y,          
    input op1,               
    input op0,               
    output reg [15:0] out    
);
always @ (op1, op0, X, Y) begin
    case ({op1, op0})       
        2'b00: out = X & Y;        
        2'b01: out = X | Y;        
        2'b10: out = X ^ Y;        
        2'b11: out = ~X;           
        default: out = 16'bx;      
    endcase
end
endmodule
module GateLevelLogicUnit(
    input [15:0] X,          
    input [15:0] Y,          
    input op1,               
    input op0,               
    output [15:0] out        
);
    wire [15:0] result_and, result_or, result_xor, result_not;
    wire [15:0] mux1_out, mux2_out;
    assign result_and = X & Y;
    assign result_or = X | Y;
    assign result_xor = X ^ Y;
    assign result_not = ~X;
    Mux2to1_Hex mux1(
        .a(result_and),
        .b(result_or),
        .sel(op0),
        .y(mux1_out)
    );
    Mux2to1_Hex mux2(
        .a(result_xor),
        .b(result_not),
        .sel(op0),
        .y(mux2_out)
    );
    Mux2to1_Hex final_mux(
        .a(mux1_out),
        .b(mux2_out),
        .sel(op1),
        .y(out)
    );
endmodule
module BasicALU(
    input [15:0] X,
    input [15:0] Y,
    input u, op1, op0, sw, zx,
    output [15:0] out
);
    wire [15:0] X_sw, Y_sw, X_mod;
    assign X_sw = (sw) ? Y : X;
    assign Y_sw = (sw) ? X : Y;
    assign X_mod = (zx) ? 16'h0000 : X_sw;
    wire [15:0] result_logic, result_arith;
    BasicLogicUnit logic_unit(.X(X_mod), .Y(Y_sw), .op1(op1), .op0(op0), .out(result_logic));
    BasicArithmeticUnit arithmetic_unit(.X(X_mod), .Y(Y_sw), .op1(op1), .op0(op0), .out(result_arith));
    assign out = (u) ? result_arith : result_logic;
endmodule
module GateLevelALU(
    input [15:0] X,
    input [15:0] Y,
    input u, op1, op0, sw, zx,
    output [15:0] out
);
    wire [15:0] X_sw, Y_sw, X_mod;
    Mux2to1_Hex swap_X(.a(X), .b(Y), .sel(sw), .y(X_sw));
    Mux2to1_Hex swap_Y(.a(Y), .b(X), .sel(sw), .y(Y_sw));
    Mux2to1_Hex select_xmod (.a(X_sw),.b(16'h0000),.sel(zx),.y(X_mod));
    wire [15:0] result_logic, result_arith;
    GateLevelLogicUnit logic_unit(.X(X_mod), .Y(Y_sw), .op1(op1), .op0(op0), .out(result_logic));
    GateLevelArithmeticUnit arithmetic_unit(.X(X_mod), .Y(Y_sw), .op1(op1), .op0(op0), .out(result_arith));
    Mux2to1_Hex select_output(.a(result_logic), .b(result_arith), .sel(u), .y(out));
endmodule
```
`flow/run.sh`:
```
#!/bin/bash
# OpenROAD 26Q1-2900-gdf79404cd8, Yosys 0.63+post, stock flow scripts
make -C /OpenROAD-flow-scripts/flow DESIGN_CONFIG=/design/flow/config.mk WORK_HOME=/design/flow/orfs finish
```
==> results.json <==
{
  "dr_total_vias": 2819,
  "hold_viol": 0,
  "powerDensity_nw_per_um2": 52.9,
  "fp_util_pct": 31.1,
  "grt_pass1_wl_um": 13000,
  "dieWidth_um": 100,
  "cts_hold_buffers": 0,
  "ys_types": 55,
  "grt-busiest-layer": "met2",
  "netlist_top_cells_area": "ha_1 21%, mux4_2 12%, mux2i_1 11%",
  "hold_path_class": "in -> out",
  "portBuffers": 53,
  "relSlewSlack_pct": 49.2,
  "ys_seq_share_pct": 0,
  "dr.pass1.iters": 4,
  "syn_to_final_growth_pct": 20.3,
  "drc_errors": 0,
  "finalMaxSlewViolations": 0,
  "finalClockPeriodUsage_pct": 83.0,
  "synth_area_um2": 2880,
  "num-clock-buffers": 0,
  "ys_warn_count": 2,
  "hpwl_um": 6170,
  "synthDominantCellAreaShare_pct": 20.8,
  "cp_max_fo": 23,
  "fillCellCount": 1003,
  "final-seq-area_um2": 0,
  "chip_area_um2": 10000,
  "fin_crit_ns": 8.80,
  "peakVddDrop_mv": 0.0285,
  "syn_inst": 382,
  "syn_avg_cell_area_um2": 7.55,
  "via_per_inst": 5.15,
  "rsz0062_at_grt": "false",
  "core_area_um2": 9280,
  "drt_wl_total_um": 7620,
  "rows": 35,
  "cap_violations": 0,
  "overflow": 0,
  "p_leak_nw": 1.61,
  "antenna-diode-count": 0,
  "wl_per_cell_um": 13.9,
  "cts_setup_buffers": 0,
  "fmax_ghz": 0.114,
  "drtIter0Drc": 140,
  "pin_count": 53,
  "flops": 0,
  "grt.total_usage_pct": 16.2,
  "setup_violations": 0,
  "lay_top_count": "inv_1",
  "cp-start-kind": "input pin",
  "die_y_um": 100,
  "worstMarginPinSlew_ns": 0.762,
  "ant_nets": 0,
  "final_core_util_pct": 37.4,
  "antenna_found_initial": 0,
  "ys_cells": 382,
  "largest_area_cell": "ha_1",
  "cp.arrival_ns": 6.68,
  "grt_pass1_vias": 2663,
  "met1_usage_pct": 23.7,
  "drive_gt1_share_pct": 9.33,
  "critPathKind": "in -> out",
  "warnings": 48,
  "grt_max_degree": 35,
  "use_met3_pct": 0.708,
  "cp.required_ns": 8.48,
  "gp_congestion": 0.873,
  "tns_ns": 0,
  "grtUsageMet2_pct": 28.2,
  "post_cts_resized": 0,
  "ys_area_um2": 2880,
  "final_cell_mix": "55 x inv_1, 52 x clkdlybuf4s50_1, 48 x ha_1, 31 x mux2i_1, 29 x a21oi_1",
  "status": "finished clean",
  "cp-end-kind": "output port"
}
-- layout make-up --
type	count	area [um2]	area share, %
Timing Repair Buffer	56	548	15.8
Tap cell	129	161	4.65
Inverter	56	210	6.06
Multi-Input combinational cell	306	2550	73.5
-- power breakdown --
group          internal (mW)  switching (mW)
logic                 0.0960          0.0876
clock network              0               0
registers                  0               0
total                 0.0960          0.0876
-- synthesized netlist by cell type, types with 6 or more instances --
cell      count
or2_2        12
nor2_1       23
ha_1         48
nand2_1      21
xnor2_1       8
o21ai_0      28
o21a_1        6
o31ai_1       8
clkbuf_1     11
mux2i_1      31
a21oi_1      29
o211ai_1      6
mux4_2       16
nor3_1       10
inv_1        55
-- logic make-up after synthesis --
logic type,Yosys count,share of synthesized area [%]
XOR/XNOR,8,2.43
AND-OR/OR-AND,103,22.8
buffers and inverters,76,11.6
adder cells (fa/ha/maj),49,21.5
multiplexers,50,24.5
AND/OR/NAND/NOR,96,17.1
-- worst paths after layout --
| check | slack, ns | start | endpoint | cells after the start |
|---|---|---|---|---|
| worst max-delay path | 1.80 | sw | out[15] | 17 |
| worst min-delay path | 5.50 | sw | out[0] | 7 |
-- per-stage QoR --
step                hold slack [ns]  cell area [um2]  power, mW  setup WS (ns)  instances
floorplan                      4.40             2880      0.119           2.76        382
global placement               5.48             3470      0.182           1.88        547
detailed placement             5.49             3470      0.185           1.78        547
CTS                            5.50             3470      0.185           1.77        547
global route                   5.63             3470      0.207           1.29        547
finish                         5.50             3470      0.184           1.80        547
-- critical path, stage by stage --
cell,delay (ns)
buf_2,0.44
buf_4,0.41
mux2i_1,0.39
ha_1,0.28
o211ai_1,0.16
or2_0,0.39
o21a_1,0.27
xnor2_1,0.13
o21ai_0,0.19
ha_1,0.34
nand3_1,0.17
o22ai_1,0.11
nor2_1,0.09
o21bai_1,0.08
or4b_1,0.51
o221ai_1,0.09
clkdlybuf4s50_1,0.50
-- routing by layer --
metal / share of wire [%] / wire (um)
met1: 47 / 3610
met2: 48 / 3660
met3: 4.4 / 333
met4: 0.28 / 21
met5: 0 / 0
Power figures rest on the tool's default switching activity, not on a simulated workload.
